File: design/flow/config.mk
export PLATFORM = sky130hd
export DESIGN_NAME = top
export DESIGN_NICKNAME = top
export VERILOG_FILES = /design/flow/design.v
export SDC_FILE = /design/flow/constraint.sdc
export NUM_CORES = 4
export LEC_CHECK = 1
export CORE_AREA = 10 10 97 97
export DIE_AREA = 0 0 107 107
File: design/flow/constraint.sdc
current_design top

set clk_period 3.5
set clk_io_pct 0.2

create_clock -name clk0 -period $clk_period [get_ports {clk}]

set non_clock_inputs [all_inputs -no_clocks]
set_input_delay [expr $clk_period * $clk_io_pct] -clock clk0 $non_clock_inputs
set_output_delay [expr $clk_period * $clk_io_pct] -clock clk0 [all_outputs]
File: design/flow/design.v
module fsm #(
    parameter BLINK_INTERVAL = 2000000,      
)(
    input logic     clk, 
    output logic    red, 
    output logic    yellow,
    output logic    green, 
    output logic    cyan,
    output logic    blue,
    output logic    magenta,
);
    localparam RED = 3'b010;
    localparam YELLOW = 3'b011;
    localparam GREEN = 3'b000;
    localparam CYAN = 3'b101;
    localparam BLUE = 3'b001;
    localparam MAGENTA = 3'b100;
    logic [2:0] current_state = RED;
    logic [2:0] next_state;
    logic next_red, next_yellow, next_green, next_cyan, next_blue, next_magenta;
    logic [$clog2(BLINK_INTERVAL) - 1:0] count = 0;
    always_ff @(posedge clk) begin
        if (count == BLINK_INTERVAL - 1) begin
            count <= 0;
            current_state <= next_state;
        end
        else begin
            count <= count + 1;
        end
    end
    always_comb begin
        next_state = 3'bxxx;
        case (current_state)
            RED:
                next_state = YELLOW;
            YELLOW:
                next_state = GREEN;
            GREEN:
                next_state = CYAN;
            CYAN:
                next_state = BLUE;
            BLUE:
                next_state = MAGENTA;
            MAGENTA:
                next_state = RED;
        endcase
    end
    always_ff @(posedge clk) begin
        red <= next_red;
        yellow <= next_yellow;
        green <= next_green;
        cyan <= next_cyan;
        blue <= next_blue;
        magenta <= next_magenta;
    end
    always_comb begin
        next_red = 1'b0;
        next_green = 1'b0;
        next_blue = 1'b0;
        next_yellow = 1'b0;
        next_magenta = 1'b0;
        next_cyan = 1'b0;
        case (current_state)
            RED:
                next_red = 1'b1;
            YELLOW:
                begin
                    next_red = 1'b1;
                    next_green = 1'b1; 
                    next_yellow = 1'b1;
                end
            GREEN:
                next_green = 1'b1;
            CYAN:
                begin
                    next_blue = 1'b1;
                    next_green = 1'b1;
                    next_cyan = 1'b1;
                end
            BLUE:
                next_blue = 1'b1;
            MAGENTA:
                begin
                    next_blue = 1'b1;
                    next_red = 1'b1;
                    next_magenta = 1'b1;
                end
        endcase
    end
endmodule
module top(
    input logic clk, 
    output logic RGB_R, 
    output logic RGB_G, 
    output logic RGB_B
);
    logic red, green, blue;
    fsm u0(
        .clk    (clk), 
        .red    (red), 
        .green  (green), 
        .blue   (blue),
    );
    assign RGB_R = ~red;
    assign RGB_G = ~green;
    assign RGB_B = ~blue;
endmodule
File: design/flow/run.sh
#!/bin/bash
# OpenROAD 26Q1-2900-gdf79404cd8, Yosys 0.63+post, stock flow scripts
make -C /OpenROAD-flow-scripts/flow DESIGN_CONFIG=/design/flow/config.mk WORK_HOME=/design/flow/orfs finish
==> flow_summary.ini <==
; implementation run metrics
[cts]
post_cts_buffers = 0
cts.sinks = 27
postCtsHoldBufs = 0
htreeDepth = 1
worstSkewPairLatency_ps = 260
cts_tree = done
clockRootBuffer = clkbuf_8
cts_buffer_depth = 2
numCtsBuffers = 3
post_cts_resized = 0
clk_pin_slew_ps = 90

[yosys]
top_area_share_pct = 40.3
synth_cells = 127
yosysWarnings = 1
ys_area_um2 = 1190
synthesis.area_um2 = 1190
synth_seq_share_pct = 47.8
ys_cells = 127
numSynthFlops = 27
yosysUniqueCellTypes = 34
top_cells_by_area = dfxtp_1 (40%), edfxtp_1 (7.5%), xnor2_1 (6.6%)
syn_avg_cell_area_um2 = 9.40
yosys.area.top_type = dfxtp_1

[min_path]
hold_path.class = reg -> reg
hold_path_startpoint = u0.count[19]
hold_depth = 1
hold-path-endpoint = u0.count[19]

[global_routing]
grt_max_degree = 15
track_usage_pct = 3.58
antenna_found_initial = 0
first_global_vias = 778
grt_overflow = 0
grt_pass1_wl_mm = 3.49

[floorplan]
fp_util_pct = 16.4
ios = 4
dieHeight_um = 107
rows = 31
coreArea_um2 = 7290
dieWidth_um = 107
chipArea_um2 = 11400

[setup_path]
rr_worst_depth = 4
critPathCaptureType = primary output
r2r_start = u0.count[0]
criticalPathCategory = reg -> out
rrSetupSlack_ps = 1740
crit_arrival_ps = 1060
cp_data_required_time_ps = 2800
timing.rr.end = u0.current_state[0]
crit_path_start_kind = flop
crit_path_max_fanout = 1

[detailed_routing]
route.detailed.drc = 0
drt-total-wl_mm = 1.93
drt_pass1_iterations = 4
ant_nets = 0
wire_per_inst_um = 8.31
vias = 819
vias_per_cell = 3.53
drt_iter0_markers = 45
antenna_cells = 0

[timing]
relSlewSlack_pct = 70.4
tns_ps = 0
max_freq_mhz = 568
tightestPinTransition_ps = 443
setup_viol = 0
fin_crit_sh_pct = 50.3
hold_violations = 0
fin_skew_ps = 0.741
fin_crit_ps = 1760
finalMaxSlewViolations = 0
rsz0062_at_grt = no

[final_layout]
fill_cells = 824
layoutNonFillerInstCount = 232
drive_above_1_share_pct = 7.52
areaGrowthSynthToFinish_pct = 16.4

[place]
gp_congestion = 0.820
portBuffers = 3
place_hpwl_mm = 1.41
place_inst = 228

[flow_run]
warnings = 25
drv_cap = 0

[status]
status = finished clean

[power_and_ir_drop]
finalPower_mw = 0.484
p_leak_nw = 0.440
power_density_nw_per_um2 = 348
ir_drop_v = 0.000123
-- metrics by stage --
stage	utilization [%]	hold slack [ps]	instance area, um2	setup WS (ps)
after floorplan	-	420	1190	1950
after global placement	18.4	441	1340	1780
after detailed placement	18.4	444	1340	1750
after CTS	19.0	459	1390	1720
after global routing	19.0	489	1390	1580
final	19.0	455	1390	1740
-- cell usage in the layout (no fill, tap or decap), types with 2 or more instances in the layout --
cell type / netlist / final
dfxtp_1: 24 / 24
nand2_1: 15 / 15
nor2_1: 13 / 13
xnor2_1: 9 / 9
nand4_1: 8 / 8
inv_1: 5 / 5
nand3_1: 5 / 5
xor2_1: 5 / 5
and2_1: 4 / 4
o21ai_0: 3 / 3
and3_1: 3 / 3
clkbuf_8: 0 / 3
clkdlybuf4s50_1: 0 / 3
edfxtp_1: 3 / 3
nor2b_1: 2 / 2
nand2b_1: 2 / 2
mux2i_1: 2 / 2
and4_1: 2 / 2
nand3_2: 2 / 2
o21ai_1: 2 / 2
nor3_1: 2 / 2
a21o_1: 2 / 2
-- cell families after synthesis --
group / synth area share [%]
compound gates: 5.34
flops: 47.8
mux: 1.68
buf+inv: 1.89
fa+ha+maj: 1.05
xor+xnor: 10.3
simple gates: 32.0
-- report_power, final --
group          leakage, nW   total (mW)  switching, mW  internal [mW]
sequential           0.228        0.312              0          0.312
combinational        0.189  0.000000189              0              0
clock               0.0228        0.172         0.0909         0.0814
-- registers in the layout (all words and copies together) (netlist names) --
register,cells
u0.count,21
u0.current_state,3
u0.red,1
u0.blue,1
u0.green,1
-- layout make-up --
class / instances / area [um2] / area share (%)
multi-input cells: 94 / 601 / 43.2
flip-flops and latches: 27 / 571 / 41.1
well taps: 99 / 124 / 8.92
clock buffers: 4 / 45.0 / 3.24
repair buffers: 3 / 30.0 / 2.16
inverters: 5 / 18.8 / 1.35
-- metal layers --
| metal | wire [um] | vias up | global-route usage (%) |
|---|---|---|---|
| met5 | 0 | - | 0 |
| met4 | 15 | 0 | 0.387 |
| met3 | 118 | 2 | 1.39 |
| met2 | 735 | 12 | 5.22 |
| met1 | 1060 | 351 | 5.05 |
| li1 | - | 454 | - |
-- cell usage after synthesis, drive strengths merged --
master   number
and2          4
nand2b        2
nor3b         1
o21ai         5
dfxtp        24
nor4bb        1
nor2b         2
nor3          3
nand3         7
and4          3
and3          4
nand2        15
a2bb2o        1
clkbuf        1
nor2         14
edfxtp        3
xor2          5
mux2i         2
xnor2         9
a21o          2
nand4         8
nor4          2
a21oi         1
o2bb2ai       1
ha            1
inv           5
or3           1
-- critical path: stages, from the launching register on --
cell	delay (ps)
dfxtp_1	300
inv_1	40
clkdlybuf4s50_1	450
-- how the worst max path moves through the flow --
stage / cells past startpoint / end / start
5_1_grt: 4 / u0.current_state[0] / u0.count[0]
4_1_cts: 2 / RGB_G / u0.green
6_report: 2 / RGB_G / u0.green
Power and IR drop assume default switching activity.
