### ./config.mk
export PLATFORM = sky130hd
export DESIGN_NAME = pwm
export DESIGN_NICKNAME = pwm
export VERILOG_FILES = /design/flow/design.v
export SDC_FILE = /design/flow/constraint.sdc
export NUM_CORES = 4
export LEC_CHECK = 1
export CORE_AREA = 10 10 70 70
export DIE_AREA = 0 0 80 80
### ./constraint.sdc
current_design pwm

set clk_period 2.1
set clk_io_pct 0.2

create_clock -name clk0 -period $clk_period [get_ports {clk}]

set non_clock_inputs [all_inputs -no_clocks]
set_input_delay [expr $clk_period * $clk_io_pct] -clock clk0 $non_clock_inputs
set_output_delay [expr $clk_period * $clk_io_pct] -clock clk0 [all_outputs]
### ./design.v
module pwm #(
    parameter int WIDTH = 10   
)(
    input  logic clk,
    input  logic [WIDTH-1:0] pwm_in,
    output logic pwm_out
);
    logic [WIDTH-1:0] counter = 0;
    always_ff @(posedge clk) begin
        counter <= counter + 1;
    end
    always_comb begin
        pwm_out = (counter < pwm_in);
    end
endmodule
### ./run.sh
#!/bin/bash
# OpenROAD 26Q1-2900-gdf79404cd8, Yosys 0.63+post, stock flow scripts
make -C /OpenROAD-flow-scripts/flow DESIGN_CONFIG=/design/flow/config.mk WORK_HOME=/design/flow/orfs finish
==> metrics.csv <==
stage;metric;value;unit
worst_setup_path;CP max stage delay;450;ps
routing;via count;486;
logic_synthesis;synth top area cells;dfxtp_1 (35%), ha_1 (22%), inv_1 (6.5%);
worst_setup_path;Worst setup SP type;input port;
logic_synthesis;Ys Warns;1;
sta;period utilisation layout;97.2;%
worst_setup_path;R2R setup slack;920;ps
floorplan;die height;80;um
worst_setup_path;Crit path arrival time;1620;ps
finish;Largest Register;counter;
run;max-cap violations;0;
power_and_ir_drop;P_leak;0.397;nW
sta;Final Hold Viols;0;
logic_synthesis;Synth Register Bits;10;
worst_setup_path;worst-path cell chain;clkdlybuf4s50_1 > inv_1 > ha_4 > a41oi_2 > o2bb2ai_1 > a21oi_1 > buf_2;
clock_tree;Clock transition at path regs;60;ps
clock_tree;Setup Buffers After CTS;0;
worst_setup_path;Top delay family on crit path;buffers and inverters;
sta;worst rel slew slack;84.8;%
status;status;finished clean;
worst_setup_path;crit path max-delay cell type;clkdlybuf4s50_1;
finish;Finished Cell Area;920;um2
grt;first-pass GRT wire length;2050;um
sta;RSZ-0062 raised after global routing;false;
finish;final cell count without fillers;129;
logic_synthesis;top comb family, area;adder cells;
placement;IO buf count;11;
worst_setup_path;path depth of the worst reg2reg path;5;
logic_synthesis;Yosys Chip Area;577;um2
logic_synthesis;XOR-XNOR Cells, Area Fraction;12.1;%
floorplan;CORE AREA;3420;um2
sta;final worst slack;59.2;ps
placement;GP Congestion;0.736;
grt;vias in the first global route;505;
grt;pin count of the biggest net entering global routing;7;
placement;worst slack at placement;-537;ps
logic_synthesis;area share, top type;34.7;%
hold_path;Hold Crit Start;counter[0];
routing;# DRC;0;
hold_path;WHS Path Cells;1;
worst_setup_path;Worst R2R End;counter[9];
worst_setup_path;Setup crit end kind;output pin;
floorplan;I/O pin cnt;12;
floorplan;DIE WIDTH;80;um
logic_synthesis;mux frac, synth;0;%
clock_tree;H-tree levels;1;
power_and_ir_drop;Total Power;401;uW
routing;total routed wirelength;1180;um
grt;initial antenna violation count;0;
logic_synthesis;share of the yosys chip area belonging to registers;34.7;%
hold_path;Hold Path Sink;counter[0];
clock_tree;cts hold-fix bufs;0;
hold_path;HP Class;reg -> reg;
power_and_ir_drop;Cell Pwr Density;436;nW/um2
routing;Routed WL per cell;9.16;um
finish;Layout Utilization;26.9;%
worst_setup_path;RR Startpoint;counter[3];
logic_synthesis;Netlist Area Pre-Place;577;um2
sta;fin. max-slew vios;0;
placement;post-place instance area;782;um2
routing;DR vias/cell;3.77;
power_and_ir_drop;maximum VDD drop;0.0844;mV
grt;grt ovf;0;
sta;TNS Setup;0;ps
clock_tree;CTS tree;yes;
logic_synthesis;Basic Gates by Area;16.3;%
worst_setup_path;crit-path max FO;1;
worst_setup_path;Buf/Inv on CP;3;
logic_synthesis;Cell Type Count;18;
clock_tree;clk ins delay skew pair;260;ps
finish;Top Registers;counter (10);
placement;post-DP HPWL;902;um
routing;antenna-violating nets left;0;
routing;# diodes;0;
logic_synthesis;AND-OR/OR-AND Cells, Area Fraction;8.68;%
routing;First DRT Iteration DRCs;19;
clock_tree;CTS Root Cell;clkbuf_4;
placement;dpl cells;125;
finish;Largest register FFs;10;
clock_tree;clock sink count;10;
worst_setup_path;Setup CP Type;in -> out;
finish;share of layout cells above drive strength 1;34.9;%
run;count of tool warnings;25;
sta;clock skew;1.97;ps
grt;all-layer global routing usage;3.71;%
logic_synthesis;Synth Area per Inst;9.16;um2
floorplan;Die ar.;6400;um2
sta;Min Hold Slack;425;ps
logic_synthesis;yosys cell count;63;
sta;Slew @ Worst Pin;227;ps
logic_synthesis;Adder Share, Synth;21.7;%
floorplan;Rows;21;
sta;Max Freq;490;MHz
clock_tree;Inserted Clock Buffers;3;
worst_setup_path;Req. time, crit path;1680;ps
clock_tree;CTS max path bufs;2;
logic_synthesis;leading area contributor after synthesis;dfxtp_1;
finish;Area Overhead vs Synth;59.4;%
sta;Final min period;2040;ps
logic_synthesis;Mapped Cells;63;
floorplan;FP Util;16.9;%
sta;final setup violation count;0;
routing;first-pass iteration count of the detailed router;2;
==> routing by layer <==
layer | vias to the layer above | GRT usage (%) | part of all wire (%)
met5 | - | 0 | 0
met4 | 0 | 0.528 | 0.85
met3 | 2 | 1.70 | 5.8
met2 | 6 | 6.10 | 45
met1 | 228 | 4.42 | 48
li1 | 250 | - | -
==> worst reg2reg max path: cells and delay by family (launching register included) <==
family	cells	cell delay, ps
XOR/XNOR	1	140
buffers and inverters	1	160
flip-flops	1	390
AND/OR/NAND/NOR	3	390
==> how the worst max path moves through the flow <==
stage,to,slack (ps),from,depth (start not counted)
4_1_cts,pwm_out,9,pwm_in[2],7
5_1_grt,pwm_out,6,pwm_in[2],7
6_report,pwm_out,60,pwm_in[2],7
==> synthesized netlist by cell type <==
library cell / count
inv_1: 10
nand2b_1: 1
xnor2_1: 4
a211oi_1: 1
dfxtp_1: 10
o21ai_0: 1
nor2_2: 1
o2bb2ai_1: 1
nand2_1: 4
nand3_2: 1
nand3_1: 5
a41oi_1: 1
ha_1: 10
a21oi_1: 4
nor2_1: 3
and3_2: 1
xor2_1: 4
nand4_2: 1
==> cells by family (layout without fill, tap and decap cells) <==
| group | count (synthesis) | in the layout |
|---|---|---|
| buf+inv | 10 | 30 |
| fa+ha+maj | 10 | 10 |
| simple gates | 17 | 17 |
| compound gates | 8 | 8 |
| flops | 10 | 10 |
| xor+xnor | 8 | 8 |
==> report_power, final <==
| part | total, mW | internal (mW) | switching, mW |
|---|---|---|---|
| logic | 0.0425 | 0.0263 | 0.0162 |
| clock network | 0.169 | 0.105 | 0.0638 |
| registers | 0.190 | 0.190 | 0 |
| total | 0.401 | 0.321 | 0.0800 |
==> repair_timing <==
action                                  in CTS  in global routing
gates resized                               17                  6
endpoints found under the setup margin       1                  1
pin swaps                                    8                  6
endpoints found under the hold margin        0                  0
==> cell type report <==
type | count | area (um2)
flip-flops and latches | 10 | 200
repair buffers | 16 | 141
fillers | 364 | 2500
well taps | 46 | 57.6
clock buffers | 4 | 36.3
inverters | 10 | 37.5
multi-input cells | 43 | 447
==> cell usage in the layout, fill, tap and decap left out, types with 2 or more instances in the layout <==
master	n
ha_4	7
inv_2	4
clkbuf_4	3
nor2_1	3
a21oi_2	2
buf_4	5
xor2_1	4
nand2_1	4
nand3_1	5
dlygate4sd2_1	3
ha_1	3
dfxtp_1	10
xnor2_1	4
inv_1	6
clkdlybuf4s50_1	6
a21oi_1	2
Power figures rest on the tool's default switching activity, not on a simulated workload.
