## flow/design.v

```verilog
module ramp #(
    parameter int WIDTH = 10,
    parameter int INIT_POS = 0
)(
    input  logic clk,
    input  logic [21:0] step_delay,
    output logic [WIDTH-1:0] ramp_out
);
    logic [8:0] pos = INIT_POS;
    logic [21:0] counter = 0;
    always_ff @(posedge clk) begin
        counter <= counter + 1;
        if (counter >= step_delay) begin
            counter <= 0;
            pos <= (pos == 359) ? 0 : pos + 1;
        end
    end
    always_comb begin
        if (pos < 60) begin
            ramp_out = pos * (1023/59);   
        end
        else if (pos < 180) begin
            ramp_out = 1023;              
        end
        else if (pos < 240) begin
            ramp_out = (239 - pos) * (1023/59);  
        end
        else begin
            ramp_out = 0;                 
        end
    end
endmodule
```

## flow/run.sh

```bash
#!/bin/bash
# OpenROAD 26Q1-2900-gdf79404cd8, Yosys 0.63+post, stock flow scripts
make -C /OpenROAD-flow-scripts/flow DESIGN_CONFIG=/design/flow/config.mk WORK_HOME=/design/flow/orfs finish
```

## flow/config.mk

```make
export PLATFORM = sky130hd
export DESIGN_NAME = ramp
export DESIGN_NICKNAME = ramp
export VERILOG_FILES = /design/flow/design.v
export SDC_FILE = /design/flow/constraint.sdc
export NUM_CORES = 4
export LEC_CHECK = 1
export CORE_UTILIZATION = 30
```

## flow/constraint.sdc

```tcl
current_design ramp

set clk_period 9.6
set clk_io_pct 0.2

create_clock -name clk0 -period $clk_period [get_ports {clk}]

set non_clock_inputs [all_inputs -no_clocks]
set_input_delay [expr $clk_period * $clk_io_pct] -clock clk0 $non_clock_inputs
set_output_delay [expr $clk_period * $clk_io_pct] -clock clk0 [all_outputs]
```

==> flow_summary_export.csv <==
group,metric,value,unit
global_route,grt_first_pass_wirelength,9070,µm
clocking,count_of_clock_tree_sinks,31,
yosys,ys_sh_xor,11.2,%
die,floorplan.rows,34,
yosys,yosys.area.top_type_share,22.0,%
worst_setup_path,cp_top_family,"adder cells",
yosys,post_synth_mux_area_share,0,%
timing,fin_tns_setup,0,ps
yosys,synthesis.area_per_instance,8.96,µm²
timing,finalClockPeriodUsage,55.5,%
worst_setup_path,cp_num_buf_inv,1,
drt,drt-vias-per-instance,4.80,
yosys,most_area_consuming_cells_after_synthesis,"sky130_fd_sc_hd__ha_1, sky130_fd_sc_hd__dfxtp_1, sky130_fd_sc_hd__edfxtp_1",
worst_setup_path,r2r_path_start,"counter[17]",
yosys,post_synth_num_cell_types,38,
die,core_area,8760,µm²
global_route,grt_pass1_vias,2036,
yosys,ys_area,2730,µm²
timing,max-slew-margin-rel,56.0,%
final_layout,post_route_cells_drive_above_1_share,9.76,%
power_and_ir_drop,pwr-share-seq,39.6,%
clocking,cts-buffers-inserted,5,
worst_setup_path,worst_ep_arrival_time,3410,ps
worst_hold_path,whs_path_depth,1,
timing,finalWorstPathRequiredPeriod,5330,ps
clocking,clock_path_buffers,2,
clocking,cts_tree,"built",
die,chipHeight,97.4,µm
drt,route.detailed.wl_per_inst,11.5,µm
final_layout,finalCoreUtilization,36.9,%
timing,final_hold_violations,0,
worst_setup_path,reg2reg_to,"pos[5]",
yosys,yosysWarningCount,1,
yosys,yosys.area_share.adder,23.5,%
drt,detailedRoute.firstPassIterationCount,4,
worst_setup_path,critical-path-slowest-cell,"sky130_fd_sc_hd__edfxtp_1",
worst_hold_path,hold_class,"register to register",
global_route,grt_antenna_before_repair,0,
final_layout,syn2layout_area_growth,18.4,%
final_layout,multiInputGateArea,1870,µm²
run,warnings,28,
die,die.size.x,97.4,µm
yosys,synth_seq_share,26.0,%
clocking,buffers_inserted_by_post_cts_timing_repair,0,
drt,first_iter_violations,75,
placement,detailedPlacementHpwl,3970,µm
yosys,yosys.area_share.aoi,11.4,%
yosys,postSynthRegisterBits,31,
timing,slew_violations,0,
yosys,synthArstFlopShare,0,%
timing,fin_worst_skew,5.20,ps
drt,num_vias,2139,
clocking,htree_num_levels,2,
global_route,grt_util_all_layers,11.4,%
global_route,overflow,0,
timing,timing.fmax,188,MHz
yosys,ys_flop_type,"sky130_fd_sc_hd__dfxtp_1",
yosys,ys_cells,305,
power_and_ir_drop,p_leak,0.00145,µW
global_route,maximum_number_of_pins_on_one_net_before_global_route_repair,24,
yosys,synthSimpleGateAreaFrac,22.2,%
die,floorplan_utilization,31.2,%
worst_setup_path,cp-start-kind,"register",
yosys,post_synth_main_logic_family,"adder cells",
drt,wirelength,5150,µm
yosys,syn_area,2730,µm²
timing,setup_slack,4270,ps
final_layout,final-seq-area,711,µm²
clocking,clock_latency,280,ps
worst_setup_path,critical_path_class,"register to primary output",
worst_hold_path,hp-start,"counter[0]",
worst_setup_path,highest_net_fanout_along_the_worst_path,9,
power_and_ir_drop,power.switching,188,µW
worst_setup_path,timing.reg2reg.worst_path_depth,7,
power_and_ir_drop,swShare,36.2,%
die,fp.dieArea,9490,µm²
yosys,post-synth-top-area-cell,"sky130_fd_sc_hd__ha_1",
clocking,cts-resized-gates,0,
final_layout,fill_cells,888,
run_status,run_status,"complete, no violations",
placement,portBuffers,32,
worst_setup_path,required,7680,ps
worst_setup_path,worst_path_largest_cell_delay,530,ps
placement,global_placement_routability_congestion,0.796,
drt,drc_errors_left,0,
power_and_ir_drop,worst_ir_drop_vdd,0.0000592,V
timing,timing_worst_slew_pin_value,657,ps
yosys,netlist_instances,305,
die,i_o_pins,33,
placement,preCtsSetupSlack,4590,ps
timing,rsz0062_at_grt,"false",
timing,whs,507,ps
worst_hold_path,worst_hold_path.endpoint,"counter[0]",
drt,detail_route.antenna_diodes,0,
power_and_ir_drop,power_density,161,nW/µm²
timing,finalSetupViolCount,0,
yosys,enable_flop_cells,9,
power_and_ir_drop,p_int,332,µW
power_and_ir_drop,combPwrFrac,42.2,%
worst_setup_path,worstPathCellList,"and2_1 -> nand2_1 -> xor2_1 -> ha_1 -> ha_1 -> ha_1 -> a21o_1 -> a21oi_1 -> xnor2_1 -> a21oi_1 -> a21oi_1 -> clkdlybuf4s50_1",
clocking,cts-root-buf,"sky130_fd_sc_hd__clkbuf_8",
drt,final_antenna_net_count,0,
worst_setup_path,regToRegSetupSlack,7150,ps
run,max_cap_violations,0,
power_and_ir_drop,clock_power_share,18.2,%
worst_setup_path,crit_path_end_kind,"primary output",
clocking,clkTransAtPathRegs,60,ps
clocking,number_of_hold_repair_buffers_added_at_the_cts_stage,0,
[worst max-delay path by stage]
stage                 slack [ps]     endpoint  startpoint  cells after the start
final                       4270  ramp_out[9]      pos[4]                     12
after global routing        3990  ramp_out[9]      pos[4]                     12
after CTS                   4270  ramp_out[9]      pos[4]                     12
[power groups by stage]
stage         clock, µW  sequential [µW]  combinational (µW)
global route        103              210                 252
finish             94.5              206                 219
CTS                98.5              205                 223
[stage by stage]
step           total power [µW]  area [µm²]  cells
3_5_place_dp                427        3150    438
5_1_grt                     565        3230    446
6_report                    520        3230    446
2_1_floorplan               357        2730    305
4_1_cts                     527        3230    446
3_3_place_gp                426        3150    438
[worst reg2reg max path: cells and delay by family, from the launching register on]
| family | cells | cell delay, ps |
|---|---|---|
| AND-OR/OR-AND | 1 | 200 |
| flip-flops | 1 | 340 |
| AND/OR/NAND/NOR | 4 | 950 |
| adder cells (fa/ha/maj) | 1 | 320 |
| buffers and inverters | 1 | 330 |
[kinds of logic (layout without fill, tap and decap cells)]
kind of cell             Yosys count  count (layout)
XOR/XNOR                          35              35
buffers and inverters             37              70
AND-OR/OR-AND                     55              55
adder cells (fa/ha/maj)           50              50
flip-flops                        31              31
AND/OR/NAND/NOR                   97              97
[registers in the layout, summed over array words and instances (netlist names)]
name / cells
counter: 22
pos: 9
[area by class of cell]
| type | instances | area share, % |
|---|---|---|
| inverter | 28 | 3.25 |
| sequential | 31 | 22.0 |
| timing repair buffer | 34 | 10.4 |
| clock buffer | 6 | 2.24 |
| multi-input combinational | 237 | 57.8 |
| clock inverter | 2 | 0.232 |
| tap | 108 | 4.18 |
[synthesized netlist by cell type (2+ instances only)]
cell type / number
sky130_fd_sc_hd__nand4_1: 8
sky130_fd_sc_hd__fa_1: 2
sky130_fd_sc_hd__or3_1: 3
sky130_fd_sc_hd__buf_2: 2
sky130_fd_sc_hd__nor2b_1: 2
sky130_fd_sc_hd__a21oi_1: 31
sky130_fd_sc_hd__a21o_1: 5
sky130_fd_sc_hd__xor2_1: 17
sky130_fd_sc_hd__o21ai_0: 9
sky130_fd_sc_hd__buf_6: 2
sky130_fd_sc_hd__clkbuf_1: 5
sky130_fd_sc_hd__nor3_2: 22
sky130_fd_sc_hd__inv_1: 28
sky130_fd_sc_hd__and3_1: 3
sky130_fd_sc_hd__dfxtp_1: 22
sky130_fd_sc_hd__nand3_1: 11
sky130_fd_sc_hd__nor3_1: 8
sky130_fd_sc_hd__xnor2_1: 18
sky130_fd_sc_hd__and4_1: 3
sky130_fd_sc_hd__edfxtp_1: 9
sky130_fd_sc_hd__nor2_1: 15
sky130_fd_sc_hd__nand2_1: 16
sky130_fd_sc_hd__a211oi_1: 2
sky130_fd_sc_hd__ha_1: 48
[metal layers]
layer | track usage (%) | vias up | routed length, µm
met3 | 1.61 | 6 | 166
met5 | 0 | - | 0
met1 | 17.0 | 957 | 2570
met2 | 18.3 | 34 | 2350
li1 | - | 1142 | -
met4 | 1.13 | 0 | 59
[layout by cell type (no fill, tap or decap), types with 11 or more instances in the layout]
cell and count:
sky130_fd_sc_hd__ha_1 48, sky130_fd_sc_hd__nor2_1 15, sky130_fd_sc_hd__a21oi_1 31, sky130_fd_sc_hd__inv_1 28, sky130_fd_sc_hd__nand2_1 16, sky130_fd_sc_hd__nand3_1 11, sky130_fd_sc_hd__xnor2_1 18, sky130_fd_sc_hd__dfxtp_1 22
sky130_fd_sc_hd__clkdlybuf4s50_1 32, sky130_fd_sc_hd__nor3_2 22, sky130_fd_sc_hd__xor2_1 17
No activity file was given, so power comes from the tool's default toggle rates.
